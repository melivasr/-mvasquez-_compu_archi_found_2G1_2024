==> flow/config.mk <==
export PLATFORM = sky130hd
export DESIGN_NAME = uart_rx_state_handler
export DESIGN_NICKNAME = uart_rx_state_handler
export VERILOG_FILES = /design/flow/design.v
export SDC_FILE = /design/flow/constraint.sdc
export NUM_CORES = 4
export LEC_CHECK = 1
export CORE_AREA = 10 10 88 88
export DIE_AREA = 0 0 98 98
==> flow/constraint.sdc <==
current_design uart_rx_state_handler

set clk_period 10.7
set clk_io_pct 0.2

create_clock -name clk0 -period $clk_period

set non_clock_inputs [all_inputs -no_clocks]
set_input_delay [expr $clk_period * $clk_io_pct] -clock clk0 $non_clock_inputs
set_output_delay [expr $clk_period * $clk_io_pct] -clock clk0 [all_outputs]
==> flow/design.v <==
package uart_tx_pkg;
  typedef enum logic [2:0] {
    s_IDLE         = 3'b000, 
    s_TX_START_BIT = 3'b001, 
    s_TX_DATA_BITS = 3'b010, 
    s_TX_STOP_BIT  = 3'b011, 
    s_CLEANUP      = 3'b100
  } state_t;
endpackage
module uart_rx_mux_6 (
  input  logic sel,
  input  logic [2:0] in0,
  input  logic [2:0] in1,
  output logic [2:0] out
);
  logic [2:0] sel_extended;
  logic [2:0] not_sel_extended;
  logic [2:0] and_result0;
  logic [2:0] and_result1;
  assign sel_extended = {3{sel}};
  assign not_sel_extended = ~sel_extended;
  assign and_result0 = in0 & not_sel_extended;
  assign and_result1 = in1 & sel_extended;
  assign out = and_result0 | and_result1;
endmodule
module uart_rx_mux_7 (
  input  logic [2:0] sel,
  input  logic [2:0] in0,
  input  logic [2:0] in1,
  input  logic [2:0] in2,
  input  logic [2:0] in3,
  input  logic [2:0] in4,
  output logic [2:0] out
);
  logic [2:0] mux_out_01, mux_out_23, mux_out_0123;
  uart_rx_mux_6 mux_01 (
    .sel(sel[0]),
    .in0(in0),
    .in1(in1),
    .out(mux_out_01)
  );
  uart_rx_mux_6 mux_23 (
    .sel(sel[0]),
    .in0(in2),
    .in1(in3),
    .out(mux_out_23)
  );
  uart_rx_mux_6 mux_0123 (
    .sel(sel[1]),
    .in0(mux_out_01),
    .in1(mux_out_23),
    .out(mux_out_0123)
  );
  uart_rx_mux_6 mux_final (
    .sel(sel[2]),
    .in0(mux_out_0123),
    .in1(in4),
    .out(out)
  );
endmodule
module uart_rx_state_handler(
  input  logic [2:0] r_SM_Main,
  input  logic r_Rx_Data,
  input  logic [15:0] r_Clock_Count,
  input  logic [2:0] r_Bit_Index,
  input  int CLKS_PER_BIT,
  output logic [2:0] next_state
);
  logic half_bit_time;
  logic full_bit_time;
  logic last_data_bit;
  assign half_bit_time = (r_Clock_Count == (CLKS_PER_BIT-1)/2);
  assign full_bit_time = (r_Clock_Count == CLKS_PER_BIT-1);
  assign last_data_bit = (r_Bit_Index == 3'd7);
  logic [2:0] next_state_000, next_state_001, next_state_010, next_state_011;
  uart_rx_mux_6 mux_000 (
    .sel(r_Rx_Data),
    .in0(3'b001),
    .in1(3'b000),
    .out(next_state_000)
  );
  uart_rx_mux_6 mux_001 (
    .sel(half_bit_time),
    .in0(3'b001),
    .in1(r_Rx_Data ? 3'b000 : 3'b010),
    .out(next_state_001)
  );
  uart_rx_mux_6 mux_010 (
    .sel(full_bit_time & last_data_bit),
    .in0(3'b010),
    .in1(3'b011),
    .out(next_state_010)
  );
  uart_rx_mux_6 mux_011 (
    .sel(full_bit_time),
    .in0(3'b011),
    .in1(3'b100),
    .out(next_state_011)
  );
  uart_rx_mux_7 mux_final (
    .sel(r_SM_Main),
    .in0(next_state_000),
    .in1(next_state_001),
    .in2(next_state_010),
    .in3(next_state_011),
    .in4(3'b000),
    .out(next_state)
  );
endmodule
==> flow/run.sh <==
#!/bin/bash
# OpenROAD 26Q1-2900-gdf79404cd8, Yosys 0.63+post, stock flow scripts
make -C /OpenROAD-flow-scripts/flow DESIGN_CONFIG=/design/flow/config.mk WORK_HOME=/design/flow/orfs finish
==> impl_metrics.csv <==
group,metric,value,unit
critical_path,arrival,5.97,ns
pwr,swShare,44.3,%
finish,seq_cell_count,0,
drt,via_per_inst,4.99,
finish,final_area,2070,um^2
sta,fmax,123,MHz
critical_path,cp-startpoint,"CLKS_PER_BIT[0]",
place,placed_cell_area,2070,um^2
clock_network,cts_resized,0,
global_routing,grt_use_met2,14.9,%
global_routing,busiest_layer,"met2",
synth,ys.warnings.count,0,
sta,setup_violations,0,
critical_path,cp-start-kind,"primary input",
run,cap_violations,0,
finish,instances_no_fill,327,
finish,drive_gt1_share,4.37,%
place,io_buffers,58,
global_routing,overflow,0,
floorplan,die_w,98,um
drt,drt_iter0_markers,60,
critical_path,worstSetupPathType,"in -> out",
critical_path,worstSetupEndpointType,"primary output",
global_routing,grt_pass1_wl,7800,um
floorplan,fp_util,23.9,%
synth,ys_area,1410,um^2
finish,nClkBuffers,0,
sta,worst_pin_slew,0.651,ns
floorplan,die_height,98,um
pwr,internal-power,0.0385,mW
critical_path,path_max_fanout,6,
drt,wl_per_cell,14.6,um
sta,slew_violations,0,
drt,drc,0,
synth,postSynthCellCount,200,
floorplan,dieArea,9600,um^2
pwr,switching_power,0.0306,mW
synth,yosysTopAreaCell,"xnor2_1",
place,pre_cts_slack,2.58,ns
synth,ys_types,52,
global_routing,gr-usage-met1,13.8,%
synth,synth_top_area_share,17.4,%
pwr,max-vdd-ir-drop,12.4,uV
sta,finalHoldViolations,0,
place,gp_congestion,0.897,
synth,syn_avg_cell_area,7.06,um^2
drt,antenna_cells,0,
global_routing,grt_max_degree,13,
place,dp.cells,327,
drt,ant_nets,0,
synth,synth.area.top_cells,"xnor2_1, xor2_1, nor3_1, xnor3_1, nor4_1",
sta,finalCritPeriodShare,75.8,%
critical_path,crit_top_cell,"clkdlybuf4s50_1",
floorplan,core-area,5920,um^2
finish,final_cell_mix,"clkdlybuf4s50_1, xnor2_1, nor3_1",
critical_path,critical_path.max_stage_delay,0.53,ns
synth,yosys.stat.seqShare,0,%
critical_path,crit_buf_inv,3,
clock_network,post_cts_buffers,0,
sta,tns,0,ns
sta,rsz0062_at_grt,"no",
global_routing,grt_use_met3,1.35,%
floorplan,rows,28,
run,tool_warnings,32,
finish,area_growth,46.3,%
floorplan,io_pins,58,
global_routing,grt_pass1_vias,1562,
global_routing,track_usage,9.37,%
pwr,p_comb_share,100.0,%
clock_network,hold_buffers,0,
sta,timing.final.ws_setup,2.59,ns
place,dp_hpwl,4140,um
drt,drtPass1Iterations,4,
status,status,"finished clean",
sta,min_period,8.11,ns
critical_path,critical_path_required,8.56,ns
drt,routed-via-count,1632,
critical_path,endpoint,"next_state[0]",
critical_path,crit_slowest_cell,"clkdlybuf4s50_1",
pwr,pwr-share-seq,0,%
finish,regArea,0,um^2
critical_path,worstPathCellList,"clkdlybuf4s50_1 -> inv_1 -> ha_1 -> or3b_1 -> or3_4 -> a2111oi_4 -> nand3_1 -> or4_4 -> nor4_4 -> mux2i_1 -> o22ai_2 -> clkdlybuf4s50_1",
synth,ys_cells,200,
pwr,power_density,33.5,nW/um^2
critical_path,cp_top_family,"simple AND/OR/NAND/NOR gates",
drt,wirelength,4790,um
min_path,min_path_type,"in -> out",
global_routing,antenna_found_initial,0,
synth,synth_area,1410,um^2
pwr,clkPwrFrac,0,%
sta,slew_headroom,56.2,%
pwr,total_leakage_power,0.639,nW
critical_path,critical_path_depth,12,
finish,layout_top_cell,"clkdlybuf4s50_1",
-- area by class of cell --
class	instances	area, um^2
fillers	617	3850
multi-input cells	186	1350
repair buffers	61	603
well taps	75	93.8
inverters	5	18.8
-- cell usage after synthesis, types with 2 or more instances --
cell / count
or4_1: 8
clkbuf_1: 7
a211oi_1: 2
nand2_1: 13
nor3_1: 16
xor2_1: 15
a21o_1: 2
a2111oi_0: 2
xnor3_1: 3
nor4b_1: 2
or3_1: 3
nor3b_1: 2
inv_1: 5
nor2_1: 15
xnor2_1: 28
o211ai_1: 3
nor4_1: 10
and4_1: 2
nor2b_1: 2
o21ai_0: 6
nand4_1: 6
nand2b_1: 5
a21oi_1: 5
nand3_1: 9
mux2i_1: 2
-- per-stage QoR --
| stage | hold slack, ns | power [mW] | utilization [%] |
|---|---|---|---|
| 6_report | 5.31 | 0.0691 | 34.9 |
| 5_1_grt | 5.41 | 0.0752 | 34.9 |
| 4_1_cts | 5.32 | 0.0696 | 34.9 |
| 3_5_place_dp | 5.31 | 0.0692 | 34.9 |
| 3_3_place_gp | 5.31 | 0.0689 | 34.9 |
| 2_1_floorplan | 4.34 | 0.0356 | - |
-- power groups by stage --
stage | Combinational, mW | Sequential (mW) | Clock (mW)
4_1_cts | 0.0696 | 0 | 0
5_1_grt | 0.0752 | 0 | 0
6_report | 0.0691 | 0 | 0
-- logic make-up (layout without fill, tap and decap cells) --
| family | Yosys count | in the layout | share of synthesized area [%] |
|---|---|---|---|
| adders and majority gates | 1 | 1 | 0.886 |
| muxes | 2 | 2 | 1.42 |
| buffers and inverters | 14 | 66 | 4.34 |
| AOI/OAI and AO/OA | 33 | 33 | 18.5 |
| xor gates and xnor gates | 46 | 46 | 31.4 |
| and+or+nand+nor | 104 | 104 | 43.4 |
-- how the worst min path moves through the flow --
stage | startpoint | endpoint | cells after the start
CTS | r_SM_Main[0] | next_state[2] | 4
global route | r_SM_Main[0] | next_state[2] | 4
finish | r_SM_Main[0] | next_state[2] | 4
-- worst min-delay path: stages --
cell and delay (ns):
clkdlybuf4s50_1 0.50, nand2_1 0.10, nor2_1 0.04, clkdlybuf4s50_1 0.39
-- per-layer routing --
| metal | share of wire [%] | up-vias |
|---|---|---|
| met1 | 50 | 713 |
| met4 | 0 | 0 |
| met2 | 44 | 52 |
| met3 | 6.7 | 0 |
| met5 | 0 | - |
| li1 | - | 867 |
Power figures rest on the tool's default switching activity, not on a simulated workload.
