===== /design/flow/config.mk =====
export PLATFORM = sky130hd
export DESIGN_NAME = uart_rx_byte_handler
export DESIGN_NICKNAME = uart_rx_byte_handler
export VERILOG_FILES = /design/flow/design.v
export SDC_FILE = /design/flow/constraint.sdc
export NUM_CORES = 4
export LEC_CHECK = 1
export CORE_AREA = 10 10 88 88
export DIE_AREA = 0 0 98 98

===== /design/flow/constraint.sdc =====
current_design uart_rx_byte_handler

set clk_period 9.1
set clk_io_pct 0.2

create_clock -name clk0 -period $clk_period

set non_clock_inputs [all_inputs -no_clocks]
set_input_delay [expr $clk_period * $clk_io_pct] -clock clk0 $non_clock_inputs
set_output_delay [expr $clk_period * $clk_io_pct] -clock clk0 [all_outputs]

===== /design/flow/design.v =====
package uart_tx_pkg;
  typedef enum logic [2:0] {
    s_IDLE         = 3'b000, 
    s_TX_START_BIT = 3'b001, 
    s_TX_DATA_BITS = 3'b010, 
    s_TX_STOP_BIT  = 3'b011, 
    s_CLEANUP      = 3'b100
  } state_t;
endpackage
module Comparator_N_bits #(parameter N = 4)(
    input logic [N-1:0] a,
    input logic [N-1:0] b,
    output logic equal
);
    logic [N-1:0] xnor_result;
    assign xnor_result = ~(a ^ b);   
    assign equal = &xnor_result;     
endmodule
module uart_rx_bit_decoder(
  input  logic [2:0] index,
  output logic [7:0] mask
);
  logic [7:0] mask_0, mask_1, mask_2, mask_3, mask_4, mask_5, mask_6, mask_7;
  assign mask_0 = 8'b00000001;
  assign mask_1 = 8'b00000010;
  assign mask_2 = 8'b00000100;
  assign mask_3 = 8'b00001000;
  assign mask_4 = 8'b00010000;
  assign mask_5 = 8'b00100000;
  assign mask_6 = 8'b01000000;
  assign mask_7 = 8'b10000000;
  uart_rx_mux_9 #(8) mask_selector (
    .sel(index),
    .in0(mask_0),
    .in1(mask_1),
    .in2(mask_2),
    .in3(mask_3),
    .in4(mask_4),
    .in5(mask_5),
    .in6(mask_6),
    .in7(mask_7),
    .out(mask)
  );
endmodule
module uart_rx_byte_handler(
  input  logic [2:0] r_SM_Main,
  input  logic r_Rx_Data,
  input  logic [7:0] r_Rx_Byte,
  input  logic [2:0] r_Bit_Index,
  input  logic [15:0] r_Clock_Count,
  input  int CLKS_PER_BIT,
  output logic [7:0] next_byte
);
  logic sm_main_condition;
  logic clock_count_condition;
  logic update_condition;
  logic [7:0] bit_mask;
  logic [7:0] updated_byte;
  logic [15:0] clks_per_bit_minus_one;
  assign clks_per_bit_minus_one = CLKS_PER_BIT - 1;
  Comparator_N_bits #(3) sm_main_comparator (
    .a(r_SM_Main),
    .b(3'b010),
    .equal(sm_main_condition)
  );
  Comparator_N_bits #(16) clock_count_comparator (
    .a(r_Clock_Count),
    .b(clks_per_bit_minus_one),
    .equal(clock_count_condition)
  );
  assign update_condition = sm_main_condition & clock_count_condition;
  uart_rx_bit_decoder bit_decoder (
    .index(r_Bit_Index),
    .mask(bit_mask)
  );
  assign updated_byte = (r_Rx_Byte & ~bit_mask) | ({8{r_Rx_Data}} & bit_mask);
  uart_rx_mux_8 #(8) byte_selector (
    .sel(update_condition),
    .in0(r_Rx_Byte),
    .in1(updated_byte),
    .out(next_byte)
  );
endmodule
module uart_rx_mux_10 #(parameter WIDTH = 1) (
  input  logic [1:0] sel,
  input  logic [WIDTH-1:0] in0, in1, in2, in3,
  output logic [WIDTH-1:0] out
);
  logic [WIDTH-1:0] mux_out_1, mux_out_2;
  uart_rx_mux_8 #(WIDTH) mux_low (
    .sel(sel[0]),
    .in0(in0),
    .in1(in1),
    .out(mux_out_1)
  );
  uart_rx_mux_8 #(WIDTH) mux_high (
    .sel(sel[0]),
    .in0(in2),
    .in1(in3),
    .out(mux_out_2)
  );
  uart_rx_mux_8 #(WIDTH) mux_final (
    .sel(sel[1]),
    .in0(mux_out_1),
    .in1(mux_out_2),
    .out(out)
  );
endmodule
module uart_rx_mux_8 #(parameter WIDTH = 1) (
  input  logic sel,
  input  logic [WIDTH-1:0] in0,
  input  logic [WIDTH-1:0] in1,
  output logic [WIDTH-1:0] out
);
  logic [WIDTH-1:0] sel_extended;
  logic [WIDTH-1:0] sel_in0;
  logic [WIDTH-1:0] sel_in1;
  assign sel_extended = {WIDTH{sel}};
  assign sel_in0 = in0 & ~sel_extended;
  assign sel_in1 = in1 & sel_extended;
  assign out = sel_in0 | sel_in1;
endmodule
module uart_rx_mux_9 #(parameter WIDTH = 1) (
  input  logic [2:0] sel,
  input  logic [WIDTH-1:0] in0, in1, in2, in3, in4, in5, in6, in7,
  output logic [WIDTH-1:0] out
);
  logic [WIDTH-1:0] mux_out_1, mux_out_2;
  uart_rx_mux_10 #(WIDTH) mux_low (
    .sel(sel[1:0]),
    .in0(in0),
    .in1(in1),
    .in2(in2),
    .in3(in3),
    .out(mux_out_1)
  );
  uart_rx_mux_10 #(WIDTH) mux_high (
    .sel(sel[1:0]),
    .in0(in4),
    .in1(in5),
    .in2(in6),
    .in3(in7),
    .out(mux_out_2)
  );
  uart_rx_mux_8 #(WIDTH) mux_final (
    .sel(sel[2]),
    .in0(mux_out_1),
    .in1(mux_out_2),
    .out(out)
  );
endmodule

===== /design/flow/run.sh =====
#!/bin/bash
# OpenROAD 26Q1-2900-gdf79404cd8, Yosys 0.63+post, stock flow scripts
make -C /OpenROAD-flow-scripts/flow DESIGN_CONFIG=/design/flow/config.mk WORK_HOME=/design/flow/orfs finish

==> changes_impl.md <==
### Implementation results

* Result of the run: completed
* Most frequently used cell type in the post-synthesis netlist: sky130_fd_sc_hd__xnor2_1
* Per-cell via count in the routed design at 4.14
* Class of the tightest hold or removal check: input port to output pin
* Area contributors post-synth: sky130_fd_sc_hd__xnor2_1, sky130_fd_sc_hd__xor2_1, sky130_fd_sc_hd__mux2_2
* Comb. cell area at 756 um2
* Mean cell area of the mapped netlist at 7.31 um2
* Largest stage delay, worst path at around 0.62 ns
* Sequential fraction of the synthesis area at 0
* Maximum number of pins on one net before global-route repair at 9
* Synth Instances at approximately 110
* Hold-fix buffer count after cts at 0
* Post-detail-place hpwl at between 2 and 3 mm
* Number of iterations in the first detailed-routing pass at 4
* Floorplan die area at 9600 um2
* Height of the die at roughly 98 um
* Cell area after layout at 1410 um2
* Power per Cell Area at ~40 nW/um2
* Post-layout minimum cycle time at 7.24 ns
* Kind of launch point of the worst setup path: input port
* Data required, critical path at approximately 7.3 ns
* Num rows at 28
* Post-layout period usage at 0.796
* Number of different library cells in the post-synthesis netlist at 37
* Buffers and inverters on the worst path at 3
* Highest fanout seen on the critical path at 7
* Peak Freq at 0.138 GHz
* Drc violations at 0
* Arrival time of the worst setup path at 5.42 ns
* Aggregate global-route resource usage at 0.0575
* Weighted congestion at the end of routability-driven global placement at approximately 0.8
* Chip area in the Yosys report at 782 um2
* Post-CTS sizing at 0
* Total standard cell area after synthesis at slightly below 800 um2
* Initial antenna violation count at 0
* Seq cells at 0
* Setup repair after global routing missed its margin: false
* Die outline width at between 90 and 100 um
* Library cell with the largest summed area after synthesis: sky130_fd_sc_hd__xnor2_1
* Critical Path Slowest Stage Cell: sky130_fd_sc_hd__or4b_1
* Crit. End Element: output pin
* List of cells traversed by the critical path: clkdlybuf4s50_1 > inv_1 > ha_1 > or4b_1 > nor4_1 > o211ai_1 > o311a_1 > or4_4 > nor4_1 > mux2_1 > clkdlybuf4s50_1
* Filler cell count in the final layout at ~660
* Area of the core at 5920 um2
* I/O Pins at 71
* Share of Yosys cell area claimed by the top area cell type at 0.202
* Placed Instance Area at between 1000 and 1500 um2
* Area growth, synth to finish at 80.5%
* Global-route wire length before repair at 4.71 mm
* Count of buffers from port buffering at approximately 55
* Global route overflow at 0
* Cells in synth_stat.txt at 107
* Sequential cell area at 0 um2
* Tally of yosys warning messages at 0
* Category of the most critical setup path: input port to output pin
* Max-slew headroom at the worst pin at 0.553
* Cell types with the highest counts after synthesis: sky130_fd_sc_hd__xnor2_1, sky130_fd_sc_hd__nor2_1, sky130_fd_sc_hd__nor4_1, sky130_fd_sc_hd__xor2_1
* Peak supply drop at 0.0144 mV
* Static power due to leakage at about 0.42 nW
* Total setup violations reported at the end of the flow at 0
* Layout clock buffer count at 0
* Post-CTS setup repair buffer count at 0
* Residual antenna-violating net count after detailed routing at 0
* Slew @ Worst Pin at 0.665 ns
* Avg WL per Cell at 12.7 um
* Via count at around 1000
* Share of layout cells above drive strength 1 at 0.0875
* Max-slew violation count at 0
* Max-cap violations at 0
* Inserted Diodes at 0
* Detailed router's first-iteration violation count at 33
* Via count of the first global-routing pass at 932
* Log Warnings at 48
* Total negative setup slack at 0 ns
* CP delay by family, top: simple AND/OR/NAND/NOR gates
* Starting Density at 0.132
* Final routed wirelength across all metal layers at 2.99 mm
* Final Hold Fails at 0
==> kinds of logic after synthesis <==
logic type | synth area share
compound gates | 0.131
xor+xnor | 0.280
fa+ha+maj | 0.0160
buf+inv | 0.0336
mux | 0.115
simple gates | 0.424
==> final timing paths <==
check	start	to	slack, ns	cells after the start
max	CLKS_PER_BIT[0]	next_byte[4]	1.86	11
min	r_Rx_Byte[4]	next_byte[4]	4.66	3
==> report_power, final <==
group	leakage (nW)	total [W]	switching, W	internal (W)
clock	0	0	0	0
combinational	0.416	0.0000561	0.0000218	0.0000343
sequential	0	0	0	0
==> stage by stage <==
stage          total power (W)  cells  worst slack, ns  hold WS (ns)   util
4_1_cts              0.0000568    235             1.84          4.67  0.238
5_1_grt              0.0000620    235             1.52          4.70  0.238
6_report             0.0000561    235             1.86          4.66  0.238
3_5_place_dp         0.0000564    235             1.85          4.66  0.238
3_3_place_gp         0.0000561    235             1.88          4.66  0.238
2_1_floorplan        0.0000239    107             3.12          3.71      -
==> cell usage in the layout, fill, tap and decap left out, drive strengths merged <==
cell           instances
clkdlybuf4s50         55
xnor2                 18
nor2                  12
nor4                   8
mux2                   8
xor2                   7
nor3                   7
nand4                  6
nand2                  5
a31oi                  4
inv                    3
or3                    3
nand3                  2
or4                    2
nand3b                 2
a41oi                  2
nor3b                  2
nor4b                  2
or4b                   1
a21oi                  1
or2                    1
a211oi                 1
o21a                   1
o21bai                 1
o31a                   1
o211ai                 1
nand4b                 1
o311a                  1
o21ai                  1
ha                     1
==> final cells by class <==
type,count,share of cell area
Inverter,3,0.00798
Tap cell,75,0.0665
Multi-Input combinational cell,102,0.535
Timing Repair Buffer,55,0.390
==> layer usage <==
metal,vias up,share of wire,global-route usage
met1,422,0.51,0.0833
met5,-,0,0
met3,0,0.059,0.0114
li1,519,-,-
met4,0,0,0
met2,33,0.43,0.0909
==> tightest hold or removal path: cells and delay by family <==
family | cells | cell delay (ns)
buffers and inverters | 2 | 0.91
multiplexers | 1 | 0.12
Power is estimated from default activity; no workload was simulated.
