[flow/run.sh]
#!/bin/bash
# OpenROAD 26Q1-2900-gdf79404cd8, Yosys 0.63+post, stock flow scripts
make -C /OpenROAD-flow-scripts/flow DESIGN_CONFIG=/design/flow/config.mk WORK_HOME=/design/flow/orfs finish
[flow/config.mk]
export PLATFORM = sky130hd
export DESIGN_NAME = Timer
export DESIGN_NICKNAME = Timer
export VERILOG_FILES = /design/flow/design.v
export SDC_FILE = /design/flow/constraint.sdc
export NUM_CORES = 4
export LEC_CHECK = 1
export CORE_UTILIZATION = 30
[flow/constraint.sdc]
current_design Timer

set clk_period 5.2
set clk_io_pct 0.2

create_clock -name clk0 -period $clk_period [get_ports {clk}]

set non_clock_inputs [all_inputs -no_clocks]
set_input_delay [expr $clk_period * $clk_io_pct] -clock clk0 $non_clock_inputs
set_output_delay [expr $clk_period * $clk_io_pct] -clock clk0 [all_outputs]
[flow/design.v]
package uart_tx_pkg;
  typedef enum logic [2:0] {
    s_IDLE         = 3'b000, 
    s_TX_START_BIT = 3'b001, 
    s_TX_DATA_BITS = 3'b010, 
    s_TX_STOP_BIT  = 3'b011, 
    s_CLEANUP      = 3'b100
  } state_t;
endpackage
module Adder_N_bits #(parameter N = 4)(
    input logic [N-1:0] a,
    input logic [N-1:0] b,
    output logic [N-1:0] sum,
    output logic carry_out
);
    logic [N:0] carry;
    assign carry[0] = 1'b0;   
    genvar i;
    generate
        for (i = 0; i < N; i = i + 1) begin : FULL_ADDER_ARRAY
            Full_Adder full_adder_inst (
                .a(a[i]),
                .b(b[i]),
                .cin(carry[i]),
                .sum(sum[i]),
                .cout(carry[i+1])
            );
        end
    endgenerate
    assign carry_out = carry[N];
endmodule
module Full_Adder(
    input logic a,
    input logic b,
    input logic cin,
    output logic sum,
    output logic cout
);
    assign sum = a ^ b ^ cin;
    assign cout = (a & b) | (cin & (a ^ b));
endmodule
module BCD_Counter(
    input logic clk,
    input logic reset,
    input logic enable,
    input logic load,
    input logic [3:0] load_value,
    output logic [3:0] count_q,
    output logic [3:0] count_d,
    output logic borrow_out
);
    D_FF_Manual #(.N(4)) contador_reg (
        .clk(clk),
        .reset(reset),
        .d(count_d),
        .q(count_q)
    );
    Comparator_N_bits #(.N(4)) borrow_comparator (
        .a(count_q),
        .b(4'd0),
        .equal(borrow_out)
    );
    logic [3:0] decremented_count;
    Adder_N_bits #(.N(4)) decrementer (
        .a(count_q),
        .b(4'b1111),  
        .sum(decremented_count),
        .carry_out()
    );
    logic [3:0] next_count;
    Mux2to1_N_bits #(.N(4)) borrow_mux (
        .in0(decremented_count),
        .in1(4'd9),
        .sel(borrow_out),
        .out(next_count)
    );
    logic [3:0] enable_mux_out;
    Mux2to1_N_bits #(.N(4)) enable_mux (
        .in0(count_q),
        .in1(next_count),
        .sel(enable),
        .out(enable_mux_out)
    );
    Mux2to1_N_bits #(.N(4)) load_mux (
        .in0(enable_mux_out),
        .in1(load_value),
        .sel(load),
        .out(count_d)
    );
endmodule
module BCD_to_7Segment (
    input  logic [3:0] bcd,     
    output logic [6:0] seg      
);
    assign seg[0] = (~bcd[3] & ~bcd[2] & ~bcd[1] & bcd[0]) |
                   (~bcd[3] & bcd[2] & ~bcd[1] & ~bcd[0]) |
                   (bcd[3] & ~bcd[2] & bcd[1] & bcd[0]) |
                   (bcd[3] & bcd[2] & ~bcd[1] & bcd[0]);
    assign seg[1] = (bcd[3] & bcd[2] & ~bcd[0]) |
                   (bcd[3] & bcd[1] & bcd[0]) |
                   (bcd[2] & bcd[1] & ~bcd[0]) |
                   (~bcd[3] & bcd[2] & ~bcd[1] & bcd[0]);
    assign seg[2] = (bcd[3] & bcd[2] & bcd[1]) |
                   (bcd[3] & bcd[2] & ~bcd[0]) |
                   (~bcd[3] & ~bcd[2] & bcd[1] & ~bcd[0]);
    assign seg[3] = (bcd[2] & bcd[1] & bcd[0]) |
                   (~bcd[3] & ~bcd[2] & ~bcd[1] & bcd[0]) |
                   (~bcd[3] & bcd[2] & ~bcd[1] & ~bcd[0]) |
                   (bcd[3] & ~bcd[2] & bcd[1] & ~bcd[0]);
    assign seg[4] = (~bcd[3] & bcd[0]) |
                   (~bcd[3] & bcd[2] & ~bcd[1]) |
                   (~bcd[2] & ~bcd[1] & bcd[0]);
    assign seg[5] = (~bcd[3] & bcd[1] & bcd[0]) |
                   (~bcd[3] & ~bcd[2] & bcd[1]) |
                   (~bcd[3] & ~bcd[2] & bcd[0]) |
                   (bcd[3] & bcd[2] & ~bcd[1] & bcd[0]);
    assign seg[6] = (~bcd[3] & ~bcd[2] & ~bcd[1]) |
                   (~bcd[3] & bcd[2] & bcd[1] & bcd[0]) |
                   (bcd[3] & bcd[2] & ~bcd[1] & ~bcd[0]);
endmodule
module Comparator_N_bits #(parameter N = 4)(
    input logic [N-1:0] a,
    input logic [N-1:0] b,
    output logic equal
);
    logic [N-1:0] xnor_result;
    assign xnor_result = ~(a ^ b);   
    assign equal = &xnor_result;     
endmodule
module Counter_N_bits #(parameter N = 26, parameter MAX_COUNT = 49_999_999)(
    input logic clk,
    input logic reset,
    input logic enable,
    output logic [N-1:0] count_q,
    output logic [N-1:0] count_d,
    output logic terminal_count
);
    D_FF_Manual #(.N(N)) contador_reg (
        .clk(clk),
        .reset(reset),
        .d(count_d),
        .q(count_q)
    );
    Comparator_N_bits #(.N(N)) terminal_count_comparator (
        .a(count_q),
        .b(MAX_COUNT[N-1:0]),
        .equal(terminal_count)
    );
    logic [N-1:0] incremented_count;
    Adder_N_bits #(.N(N)) incrementer (
        .a(count_q),
        .b({{N-1{1'b0}}, 1'b1}),  
        .sum(incremented_count),
        .carry_out()
    );
    logic [N-1:0] enable_mux_out;
    Mux2to1_N_bits #(.N(N)) enable_mux (
        .in0(count_q),
        .in1(incremented_count),
        .sel(enable),
        .out(enable_mux_out)
    );
    Mux2to1_N_bits #(.N(N)) terminal_count_mux (
        .in0(enable_mux_out),
        .in1({N{1'b0}}),
        .sel(terminal_count),
        .out(count_d)
    );
endmodule
module D_FF_Cell(
    input logic clk,
    input logic reset,
    input logic d,
    output logic q
);
    always @(posedge clk or posedge reset) begin
        if (reset)
            q <= 1'b0;
        else
            q <= d;
    end
endmodule
module D_FF_Manual #(parameter N = 1)(
    input logic clk,
    input logic reset,
    input logic [N-1:0] d,
    output logic [N-1:0] q
);
    genvar i;
    generate
        for (i = 0; i < N; i = i + 1) begin : DFF_ARRAY
            D_FF_Cell dff_cell (
                .clk(clk),
                .reset(reset),
                .d(d[i]),
                .q(q[i])
            );
        end
    endgenerate
endmodule
module Mux2to1_N_bits #(parameter N = 4)(
    input logic [N-1:0] in0,
    input logic [N-1:0] in1,
    input logic sel,
    output logic [N-1:0] out
);
    genvar i;
    generate
        for (i = 0; i < N; i = i + 1) begin : MUX_ARRAY
            assign out[i] = (~sel & in0[i]) | (sel & in1[i]);
        end
    endgenerate
endmodule
module Timer(
    input logic clk,               
    input logic reset,             
    input logic enable,            
    output logic [6:0] seg_unidades,  
    output logic [6:0] seg_decenas,   
    output logic t0                
);
    logic [25:0] contador_1hz_q;
    logic [25:0] contador_1hz_d;
    logic pulso_1hz;
    logic [3:0] unidades_q;
    logic [3:0] unidades_d;
    logic [3:0] decenas_q;
    logic [3:0] decenas_d;
    logic unidades_zero, decenas_zero, zero_detected;
    Counter_N_bits #(26, 49_999_999) contador_1hz (
        .clk(clk),
        .reset(reset),
        .enable(1'b1),
        .count_q(contador_1hz_q),
        .count_d(contador_1hz_d),
        .terminal_count(pulso_1hz)
    );
    Comparator_N_bits #(.N(4)) unidades_zero_comparator (
        .a(unidades_q),
        .b(4'd0),
        .equal(unidades_zero)
    );
    Comparator_N_bits #(.N(4)) decenas_zero_comparator (
        .a(decenas_q),
        .b(4'd0),
        .equal(decenas_zero)
    );
    assign zero_detected = unidades_zero & decenas_zero;
    BCD_Counter unidades_counter (
        .clk(clk),
        .reset(reset),
        .enable(pulso_1hz & enable),
        .load(zero_detected),
        .load_value(4'd3),
        .count_q(unidades_q),
        .count_d(unidades_d),
        .borrow_out(unidades_borrow)
    );
    BCD_Counter decenas_counter (
        .clk(clk),
        .reset(reset),
        .enable(pulso_1hz & enable & unidades_borrow),
        .load(zero_detected),
        .load_value(4'd0),
        .count_q(decenas_q),
        .count_d(decenas_d),
        .borrow_out(decenas_borrow)
    );
    assign t0 = zero_detected;
    BCD_to_7Segment bcd_unidades (
        .bcd(unidades_q),
        .seg(seg_unidades)
    );
    BCD_to_7Segment bcd_decenas (
        .bcd(decenas_q),
        .seg(seg_decenas)
    );
endmodule
==> summary.json <==
{
  "flow_run": {
    "stage_log_warnings": 25,
    "cap_violations": 0
  },
  "final_layout": {
    "areaGrowthSynthToFinish_pct": 16.7,
    "non_filler_cells_in_the_finished_layout": 288,
    "finish.instance_area_um2": 2350,
    "post_route_cells_drive_above_1_share": 0.128
  },
  "worst_setup_path": {
    "worstSetupPathType": "reg2reg",
    "worstSetupEndpointType": "flip-flop",
    "worst-endpoint-arrival_ps": 5090,
    "cp-start-kind": "flip-flop",
    "path_max_fanout": 2,
    "cp.required_ps": 5340
  },
  "synth": {
    "synth_top_area_share": 0.423,
    "largest_area_cell": "sky130_fd_sc_hd__dfrtp_1",
    "synth_async_sr_flop_share": 1.00,
    "ys_warn_count": 3,
    "synth-edff-count": 0,
    "post_synth_most_frequent_cells": "sky130_fd_sc_hd__dfrtp_1 (34), sky130_fd_sc_hd__ha_1 (26), sky130_fd_sc_hd__and2_1 (24)",
    "synth_top_flop_cell": "sky130_fd_sc_hd__dfrtp_1",
    "synth.avg_cell_area_um2": 10.2,
    "post_synth_inst_count": 197,
    "synth.area.top_cells": "sky130_fd_sc_hd__dfrtp_1 (42%), sky130_fd_sc_hd__ha_1 (16%), sky130_fd_sc_hd__and2_1 (7.5%), sky130_fd_sc_hd__mux2_2 (3.9%), sky130_fd_sc_hd__nor2_1 (2.8%)",
    "synth.yosys.seq_area_share": 0.423,
    "synth.yosys.num_cells": 197,
    "synth_cell_types": 40,
    "syn-cell-area_um2": 2010,
    "ys_chip_area_um2": 2010,
    "netlist.top_cell.by_instances": "sky130_fd_sc_hd__dfrtp_1",
    "postSynthRegisterBits": 34
  },
  "grt": {
    "antenna_found_initial": 0,
    "grt_pass1_vias": 1276,
    "global_route_wire_length_before_repair_mm": 5.75,
    "globalRouteTotalUtil": 0.100,
    "pin_count_of_the_biggest_net_entering_global_routing": 35,
    "grt_remaining_overflow": 0
  },
  "clocking": {
    "tritoncts": "built",
    "clock_tree.root_cell": "sky130_fd_sc_hd__clkbuf_8",
    "cts-root-to-sink-buffers": 2,
    "clk_latency_ps": 280,
    "clk_pin_slew_worst_paths_ps": 60,
    "post_cts_buffers": 0,
    "cts_made_buffers": 5,
    "clock_sinks": 34,
    "htree_levels": 2
  },
  "power": {
    "power.sequential.fraction": 0.578,
    "worst_ir_drop_vdd_mv": 0.203,
    "power.share.clock": 0.406,
    "switch_pwr_uw": 89.6,
    "power.switching_fraction": 0.195,
    "design_power_total_uw": 458,
    "power.leakage_nw": 1.15,
    "pwr_density_cell_nw_per_um2": 195,
    "p_int_uw": 369,
    "comb_power_share": 0.017
  },
  "timing": {
    "worst_slew_margin_rel": 0.595,
    "fin_skew_ps": 3.46,
    "max_slew.worst_pin.slew_ps": 606,
    "rsz0062_at_grt": "no",
    "total_neg_setup_slack_ps": 0,
    "finalHoldViolCount": 0,
    "timing.final.max_slew_violations": 0,
    "setup_ws_ps": 252,
    "final_min_period_over_clock_period": 0.952,
    "layout_min_cycle_time_ps": 4950,
    "setup_viol": 0,
    "maximum_clock_rate_ghz": 0.202
  },
  "floorplan": {
    "die_width_um": 83.9,
    "num_io_pins": 18,
    "fp_util": 0.313,
    "design.die.area_um2": 7040,
    "row_count": 29,
    "die_h_um": 83.9,
    "core-area_um2": 6420
  },
  "drt": {
    "vias": 1408,
    "detail_route.vias_per_cell": 4.89,
    "detailed_router_iteration_count_before_antenna_repair": 22,
    "n_antenna_cell": 0,
    "detailedRoute.firstIterationViolations": 59,
    "routed_length_per_instance_um": 11.2,
    "routed_wirelength_mm": 3.23,
    "ant_nets": 0,
    "post-route-drc-count": 0
  },
  "placed_design": {
    "gp_congestion": 0.753,
    "dpl.cell_count": 282,
    "place.detailed.hpwl_mm": 2.20,
    "place_ws_ps": 115,
    "detailed_place.area_um2": 2250,
    "buffer_ports.inserted": 17
  },
  "min_path": {
    "min-delay-path-class": "reg2reg"
  },
  "outcome": {
    "status": "completed"
  }
}
-- registers in the layout (all words and copies together) (netlist names) --
| name | cells |
|---|---|
| contador_1hz.contador_reg.DFF_ARRAY.dff_cell.q | 26 |
| decenas_counter.contador_reg.DFF_ARRAY.dff_cell.q | 4 |
| unidades_counter.contador_reg.DFF_ARRAY.dff_cell.q | 4 |
-- worst max-delay path, cell delays in order, from the launching register on --
cell,delay [ps]
sky130_fd_sc_hd__dfrtp_1,380
sky130_fd_sc_hd__ha_2,180
sky130_fd_sc_hd__ha_1,170
sky130_fd_sc_hd__ha_1,180
sky130_fd_sc_hd__ha_2,170
sky130_fd_sc_hd__ha_2,170
sky130_fd_sc_hd__ha_1,180
sky130_fd_sc_hd__ha_2,170
sky130_fd_sc_hd__ha_1,180
sky130_fd_sc_hd__ha_1,180
sky130_fd_sc_hd__ha_1,180
sky130_fd_sc_hd__ha_2,170
sky130_fd_sc_hd__ha_2,160
sky130_fd_sc_hd__ha_1,180
sky130_fd_sc_hd__ha_1,180
sky130_fd_sc_hd__ha_2,170
sky130_fd_sc_hd__ha_1,170
sky130_fd_sc_hd__ha_1,180
sky130_fd_sc_hd__ha_1,180
sky130_fd_sc_hd__ha_1,180
sky130_fd_sc_hd__ha_1,180
sky130_fd_sc_hd__ha_1,180
sky130_fd_sc_hd__ha_1,180
sky130_fd_sc_hd__ha_1,180
sky130_fd_sc_hd__ha_1,190
sky130_fd_sc_hd__xnor2_1,160
sky130_fd_sc_hd__a21oi_1,50
-- cell usage in the layout, fill, tap and decap left out, types with 2 or more instances in the layout --
cell / netlist / final
sky130_fd_sc_hd__and3_1: 2 / 2
sky130_fd_sc_hd__inv_1: 6 / 6
sky130_fd_sc_hd__nor2_1: 15 / 15
sky130_fd_sc_hd__o32ai_1: 3 / 3
sky130_fd_sc_hd__buf_4: 0 / 2
sky130_fd_sc_hd__clkdlybuf4s50_1: 0 / 17
sky130_fd_sc_hd__xnor2_1: 2 / 2
sky130_fd_sc_hd__o21a_1: 2 / 2
sky130_fd_sc_hd__nand3_1: 5 / 5
sky130_fd_sc_hd__nand2_1: 10 / 10
sky130_fd_sc_hd__mux2_2: 7 / 7
sky130_fd_sc_hd__o21ai_0: 9 / 9
sky130_fd_sc_hd__ha_2: 0 / 7
sky130_fd_sc_hd__and2_1: 24 / 24
sky130_fd_sc_hd__nand4_1: 4 / 4
sky130_fd_sc_hd__nor2b_1: 2 / 2
sky130_fd_sc_hd__nor3_1: 2 / 2
sky130_fd_sc_hd__dfrtp_1: 34 / 34
sky130_fd_sc_hd__a21oi_1: 7 / 7
sky130_fd_sc_hd__nand4b_1: 3 / 3
sky130_fd_sc_hd__ha_1: 26 / 19
sky130_fd_sc_hd__clkbuf_8: 0 / 6
sky130_fd_sc_hd__a21boi_0: 2 / 2
sky130_fd_sc_hd__mux2i_1: 2 / 2
sky130_fd_sc_hd__nand2b_1: 3 / 3
-- power by group through the flow --
stage	Combinational (mW)	Sequential [mW]	Clock (mW)
after global routing	0.00919	0.264	0.202
after CTS	0.00827	0.265	0.192
final	0.00775	0.265	0.186
-- worst paths after layout --
| check | start | endpoint | slack [ps] | cells past startpoint |
|---|---|---|---|---|
| worst max-delay path | contador_1hz.contador_reg.DFF_ARRAY[0].dff_cell.q | contador_1hz.contador_reg.DFF_ARRAY[25].dff_cell.q | 250 | 26 |
| worst min-delay path | contador_1hz.contador_reg.DFF_ARRAY[0].dff_cell.q | contador_1hz.contador_reg.DFF_ARRAY[0].dff_cell.q | 430 | 1 |
| min in group asynchronous | reset | contador_1hz.contador_reg.DFF_ARRAY[14].dff_cell.q | 1140 | 3 |
| worst min register to register | contador_1hz.contador_reg.DFF_ARRAY[0].dff_cell.q | contador_1hz.contador_reg.DFF_ARRAY[0].dff_cell.q | 430 | 1 |
| worst max register to register | contador_1hz.contador_reg.DFF_ARRAY[0].dff_cell.q | contador_1hz.contador_reg.DFF_ARRAY[25].dff_cell.q | 250 | 26 |
| max in group asynchronous | reset | asynchronous set/reset pin | 3760 | 3 |
-- cell type report --
class | count | area, um2
repair buffers | 19 | 185
flip-flops and latches | 34 | 851
multi-input cells | 146 | 1110
clock buffers | 6 | 82.6
fillers | 608 | 4070
well taps | 77 | 96.3
inverters | 6 | 22.5
-- cell families after synthesis --
| logic type | synth area share |
|---|---|
| and+or+nand+nor | 0.217 |
| DFF | 0.423 |
| AOI/OAI and AO/OA | 0.107 |
| adders and majority gates | 0.162 |
| buffers and inverters | 0.0336 |
| muxes | 0.0491 |
| xor gates and xnor gates | 0.00871 |
-- timing repair --
action                     CTS  global route
setup endpoints to repair    0             2
hold endpoints to repair     0             0
resized                      0             7
hold buffers                 0             0
-- per-layer routing --
| metal | up-vias | global-route usage | wire (um) |
|---|---|---|---|
| met5 | - | 0 | 0 |
| met4 | 0 | 0.0157 | 57 |
| met3 | 7 | 0.0201 | 156 |
| met2 | 34 | 0.146 | 1360 |
| met1 | 646 | 0.160 | 1650 |
| li1 | 721 | - | - |
-- stage by stage --
stage               utilization  hold WS (ps)
finish                    0.366           433
global route              0.366           472
CTS                       0.363           432
floorplan                     -           406
global placement          0.350           417
detailed placement        0.350           424
Power figures rest on the tool's default switching activity, not on a simulated workload.
